==> ./design.v <==
`timescale 1ns / 1ps
module DataBuffer( 	
							input 			clk,					
							input 			reset,				 
							input  [31:0]	dataIn,
							output [31:0]	DesDataOut0,	
							output [31:0]	DesDataOut1,				
							output [31:0]	DesDataOut2,				
							output [31:0]	DesDataOut3,				
							output [31:0]	DesDataOut4,				
							output [31:0]	DesDataOut5,				
							output [31:0]	DesDataOut6,				
							output [31:0]	DesDataOut7,				
							output [31:0]	DesDataOut8,				
							output [31:0]	DesDataOut9,				
							output [31:0]	DesDataOut10,				
							output [31:0]	DesDataOut11,				
							output [31:0]	DesDataOut12,				
							output [31:0]	DesDataOut13,				
							output [31:0]	DesDataOut14,				
							output [31:0]	DesDataOut15,				
							output 			d_valid
						);
   parameter 			length_Bitline=16,	length_d=32;    	 
	reg						 [length_d-1:0]	dataOut0;				 
   reg						 [length_d-1:0]	dataOut1;				 
	reg						 [length_d-1:0]	dataOut2;				 
	reg						 [length_d-1:0]	dataOut3;				 
	reg						 [length_d-1:0]	dataOut4;				 
	reg						 [length_d-1:0]	dataOut5;				 
	reg						 [length_d-1:0]	dataOut6;				 
	reg						 [length_d-1:0]	dataOut7;				 
	reg						 [length_d-1:0]	dataOut8;				 
	reg						 [length_d-1:0]	dataOut9;				 
	reg						 [length_d-1:0]	dataOut10;				 
	reg						 [length_d-1:0]	dataOut11;				 
	reg						 [length_d-1:0]	dataOut12;				 
	reg						 [length_d-1:0]	dataOut13;				 
	reg						 [length_d-1:0]	dataOut14;				 
	reg						 [length_d-1:0]	dataOut15;				 
	reg						 [3:0]				count10;
	reg												inputValid;
	reg						 [length_d-1:0]	buffer0[length_Bitline-1:0];
	reg						 [length_d-1:0]	buffer1[length_Bitline-1:0];
   reg    											dataValid;
	reg    					 						sel;
	reg    											ready;
   reg    					[4:0] 				i;
		always @ (posedge clk or posedge reset)
		begin
			if(reset)
			begin
				inputValid <= 1'b0;
				count10    <= 4'b0;
			end
			else 
			begin
				if(inputValid)
					count10 <= count10;
				else if (!inputValid)
				begin
					count10 <= count10 + 4'b1;
					if (count10 == 4'd10)
						inputValid <= 1'b1;			
				end
			end
		end
    always @(posedge clk)
    begin 
			if (reset)
        	begin
				dataOut0<=0;
            dataOut1<=0;
				dataOut2<=0;
				dataOut3<=0;
				dataOut4<=0;
				dataOut5<=0;
				dataOut6<=0;
				dataOut7<=0;
				dataOut8<=0;
				dataOut9<=0;
				dataOut10<=0;
				dataOut11<=0;
				dataOut12<=0;
				dataOut13<=0;
				dataOut14<=0;
				dataOut15<=0;
				sel<=0; 
				dataValid <= 0;
				i<=0;
			end
			else if(!reset)
			begin
				if(inputValid==1'b1)
					begin  
						if(sel==1'b0)
						begin	
							buffer0[i]<= dataIn;
							i<=i+ 5'b1;
							ready<=0;
						end						 
						else if (sel == 1'b1)  
						begin
							buffer1[i]<=dataIn;
							i<=i+5'b1;
							ready<=0;
						end						 
						if(i==length_Bitline-1)
						begin
							sel<= ~sel ;
							i<=0;
							ready<=1;    		 
						end					 	 
						else if (i == 5'd1)
						begin
							dataValid <= 1'b0;
						end 					 
				if(ready==1)
				begin
					if(sel==1)
						begin
							dataOut0<=buffer0[0];
							dataOut1<=buffer0[1];
							dataOut2<=buffer0[2];
							dataOut3<=buffer0[3];
							dataOut4<=buffer0[4];
							dataOut5<=buffer0[5];
							dataOut6<=buffer0[6];
							dataOut7<=buffer0[7];
							dataOut8<=buffer0[8];
							dataOut9<=buffer0[9];
							dataOut10<=buffer0[10];
							dataOut11<=buffer0[11];
							dataOut12<=buffer0[12];
							dataOut13<=buffer0[13];
							dataOut14<=buffer0[14];
							dataOut15<=buffer0[15];
							dataValid<=1;
						end			 
					else 
						 begin  
							dataOut0<=buffer1[0];
							dataOut1<=buffer1[1];
							dataOut2<=buffer1[2];  
							dataOut3<=buffer1[3];
							dataOut4<=buffer1[4];
							dataOut5<=buffer1[5];
							dataOut6<=buffer1[6];
							dataOut7<=buffer1[7];
							dataOut8<=buffer1[8];
							dataOut9<=buffer1[9];
							dataOut10<=buffer1[10];
							dataOut11<=buffer1[11];
							dataOut12<=buffer1[12];
							dataOut13<=buffer1[13];
							dataOut14<=buffer1[14];
							dataOut15<=buffer1[15];
							dataValid<=1;
						 end			 
					ready  <=0;
					end	 			 
			end						 
		end							 
	end		
		assign  	  d_valid     = dataValid;
		assign 	  DesDataOut0 = dataOut0;
		assign     DesDataOut1 = dataOut1;
		assign     DesDataOut2 = dataOut2;
		assign     DesDataOut3 = dataOut3;
		assign     DesDataOut4 = dataOut4;
		assign     DesDataOut5 = dataOut5;
		assign     DesDataOut6 = dataOut6;
		assign     DesDataOut7 = dataOut7;
		assign     DesDataOut8 = dataOut8;
		assign     DesDataOut9 = dataOut9;
		assign     DesDataOut10 = dataOut10;
		assign     DesDataOut11 = dataOut11;
		assign     DesDataOut12 = dataOut12;
		assign     DesDataOut13 = dataOut13;
		assign     DesDataOut14 = dataOut14;
		assign     DesDataOut15 = dataOut15;
endmodule 
==> ./run.sh <==
#!/bin/bash
# OpenROAD 26Q1-2900-gdf79404cd8, Yosys 0.63+post, stock flow scripts
make -C /OpenROAD-flow-scripts/flow DESIGN_CONFIG=/design/flow/config.mk WORK_HOME=/design/flow/orfs finish
==> ./config.mk <==
export PLATFORM = sky130hd
export DESIGN_NAME = DataBuffer
export DESIGN_NICKNAME = DataBuffer
export VERILOG_FILES = /design/flow/design.v
export SDC_FILE = /design/flow/constraint.sdc
export NUM_CORES = 4
export LEC_CHECK = 1
export CORE_UTILIZATION = 50
==> ./constraint.sdc <==
current_design DataBuffer

set clk_period 45.7
set clk_io_pct 0.2

create_clock -name clk0 -period $clk_period [get_ports {clk}]

set non_clock_inputs [all_inputs -no_clocks]
set_input_delay [expr $clk_period * $clk_io_pct] -clock clk0 $non_clock_inputs
set_output_delay [expr $clk_period * $clk_io_pct] -clock clk0 [all_outputs]
==> Changelog: implementation <==
### Changed

- Drt initial violations: approximately 1700
- Synth Instances: 3412
- Wirelength, routed: 140000 um
- Root Buffer Master: clkbuf_16
- Site row count: between 100 and 150
- H-tree level count: 4
- Unrepaired setup endpoints after global routing: no
- Ys flops: 1549
- Slew Viols, Final: 0
- Status: finished, final reports clean
- PD cells: roughly 44 nW/um^2
- Fmax: around 84 MHz
- Drt pass-1 iters: 5
- HP Class: register to register
- Chip area: around 110000 um^2
- DRC errors left: 0
- Layout cells sized above 1: about 17%
- OpenROAD warnings: 39
- Total grt overflow: 0
- Number of global-route vias before repair: about 30000
- Initial antenna violation count: 1
- Min Tclk post-route: ~12 ns
- Setup TNS: 0 ns
- Crit Path Category: primary input to register
- Critical Path RT: ~46 ns
- EDFF count, synth: between 1000 and 1500
- Die y size: around 340 um
- Leakage: about 0.021 uW
- I/O Buffers: approximately 550
- Detailed Place HPWL: a little under 80000 um
- Async SR Flop Fraction: 0.323%
- Max-cap violations: 0
- Most frequent cells in the layout: edfxtp_1 (1025), nor2_1 (520), dfxtp_1 (518)
- Final setup violation count: 0
- Setup bufs post-CTS: 0
- Gpl congestion: 0.837
- FP Util: 50.4%
- Die X: around 340 um
- Most common cell on crit path: buf_4
- Worst Max-Slew Pin Slew: approximately 0.95 ns
- Fin. Hold Viols: 0
- Placement Setup Slack: ~33 ns
- Antenna-violating nets left: 0
- Dominant register cell: edfxtp_1
- Final WS setup: between 30 and 40 ns
- # clock sinks: between 1500 and 2000
- Fin util: between 60% and 70%
- Clk_skew: around 0.022 ns
- Register area share after synthesis: 74.2%
- Slew headroom: 36.8%
- Worst path cell trace: buf_8 -> buf_4 -> buf_4 -> buf_4 -> buf_4 -> a211oi_1
- Crit end category: register
- Final Power: 2940 uW
- Deepest clock path buffer count: 3
- CTS clk-pin slew, worst paths: around 0.06 ns
- Most numerous logic cell after layout: edfxtp_1
- Top Ports: 547
- First-pass GRT wire length: 201000 um
- Core Footprint: about 110000 um^2
- Total number of vias: around 30000
- Tot GR Track Use: approximately 27%
- FF-to-FF setup slack: 41.30 ns
- Slowest cell on the critical path: buf_4
- CTS tree: done
- Syn avg cell area: 16.3 um^2
- Fillcell total: between 7000 and 8000
- Unique cell types: 32
- Register area: a little over 40000 um^2
- TritonCTS Buffers: approximately 150
- Synthesis warning total: 1
- Pin count of the biggest net entering global routing: between 150 and 200
- Routed len/inst: between 20 and 25 um
- Post-cts resize count: 0
- Maximum VDD drop: 0.0367 mV
- Late-Pin Clk Latency: roughly 0.75 ns
- Ys cells: around 3400
- Hold buffers post-CTS: 0
- Area growth syn-to-layout: 21.1%
- Mapped Area: between 50000 and 60000 um^2
- Logic area: approximately 13000 um^2
- CP Max Fanout: just under 70
- Period utilization: 26.0%
- Via-per-instance ratio: 5.37
- CP peak stage delay: about 0.70 ns
- Worst Setup Start Kind: primary input
- Chip area line of the yosys report: between 50000 and 60000 um^2
- Worst path arrival time: approximately 12 ns
## power by group
part           internal (uW)  total [uW]  leakage (uW)  switching (uW)
clock                    753        1270       0.00254             514
combinational           58.4         130       0.00521            71.7
sequential              1520        1540        0.0136            21.6
total                   2330        2940        0.0213             607
## layout make-up
| class | count | area share, % |
|---|---|---|
| multi-input cells | 1624 | 19.3 |
| flip-flops and latches | 1549 | 61.2 |
| clock inverters | 69 | 1.07 |
| repair buffers | 636 | 8.98 |
| well taps | 1488 | 2.76 |
| inverters | 5 | 0.0278 |
| clock buffers | 218 | 6.59 |
| diodes | 2 | 0.00742 |
## cells by family after synthesis
logic type	share of synthesized area, %
AOI/OAI and AO/OA	9.69
xor gates and xnor gates	0.0629
adders and majority gates	0.135
buffers and inverters	2.67
DFF	74.2
muxes	9.20
and+or+nand+nor	4.07
## per-stage QoR
step | hold slack, ns | instance area [um^2] | cells
floorplan | 0.437 | 55700 | 3412
global placement | 0.446 | 62300 | 5302
detailed placement | 0.449 | 62300 | 5302
CTS | 0.458 | 67400 | 5589
global route | 0.480 | 67400 | 5589
finish | 0.456 | 67400 | 5591
## worst max-delay path: cells and delay by family
kind	cells	cell delay, ns
buffers and inverters	5	3.04
AOI/OAI and AO/OA	1	0.09
## per-layer routing
metal	share of wire [%]	track usage, %
met5	0	0
met4	2.0	4.77
met3	15	17.5
met2	47	39.4
met1	36	37.6
## synthesized netlist by cell type (2+ instances only)
master    number  area [um^2]
a31oi_1        2         12.5
clkbuf_4      10         75.1
o21ai_0        2         10.0
a211oi_1     212         1590
nor2_1       534         2000
buf_2         85          425
nand2b_1       2         12.5
a21oi_1        4         20.0
ha_1           6         75.1
buf_1          2         7.51
nand3_1        5         25.0
mux2i_1      512         5120
or3_1          2         12.5
inv_1          5         18.8
edfxtp_1    1025        30800
nand3b_1       2         15.0
buf_6         41          462
buf_4         36          270
clkbuf_1      60          225
dfxtp_1      519        10400
nand2_1       12         45.0
and2_1        15         93.8
xnor2_1        3         26.3
nor3_1         5         25.0
dfrtp_1        5          125
a211oi_2     300         3750
## flip-flops by register name, summed over array words and instances (netlist names), 4 cells and up
name,cells
dataOut8,32
dataOut7,32
i,5
buffer0,512
dataOut14,32
dataOut13,32
dataOut3,32
buffer1,512
dataOut0,32
dataOut11,32
dataOut1,32
dataOut12,32
dataOut6,32
dataOut2,32
count10,4
dataOut5,32
dataOut9,32
dataOut4,32
dataOut10,32
dataOut15,32
## final timing paths
path | cells past startpoint | start | endpoint
max in group asynchronous | 2 | reset | count10[2]
min in group asynchronous | 2 | reset | count10[0]
worst min register to register | 1 | i[4] | i[4]
worst max register to register | 7 | inputValid | dataOut10[6]
worst max-delay path | 6 | reset | dataOut13[7]
worst min-delay path | 1 | i[4] | i[4]
Power and IR drop assume default switching activity.
